[design.v]
module SORT(
  clk,
  rst_n,
  in_valid1,
  in_valid2,
  in,
  mode,
  op,
  out_valid,
  out
);
input clk;
input rst_n;
input in_valid1;
input in_valid2;
input mode;
input [1:0]op;
input [4:0]in;
output reg out_valid;
output reg [4:0]out;
parameter IDLE=0;
parameter GET=1;
parameter DO_STACK=2;
parameter DO_QUEUE=3;
parameter SORT=4;
parameter OUTPUT=5;	
reg [3:0]current_state,next_state;
reg getmode;
reg [3:0]count,count2;
reg [4:0]ans[0:9];
reg check;
reg [4:0]check3;
reg [3:0] a,b;
reg [4:0]a1,a2,a3,a4,a5,a6,a7,a8,a9,a10;
always@(posedge clk or negedge rst_n) begin
	if(!rst_n)
		current_state<=IDLE;
	else
		current_state<=next_state;
end
always@(*) begin
	case(current_state)
		IDLE:
			next_state<=GET;
		GET:begin
			if(getmode==0&&op==0&&in_valid1)
				next_state<=DO_STACK;
			else if(getmode==1&&op==0&&in_valid1)
				next_state<=DO_QUEUE;
			else if(op==2&&in_valid1)
				next_state<=SORT;
			else
				next_state<=GET;	
		end
		DO_STACK:begin
			if(op==2&&in_valid1)
				next_state<=SORT;
			else if(op==0&&in_valid1)
				next_state<=DO_STACK;
			else
				next_state<=GET;
		end
		DO_QUEUE:begin
			if(op==2&&in_valid1)
				next_state<=SORT;
			else if(op==0&&in_valid1)
				next_state<=DO_QUEUE;
			else
				next_state<=GET;
		end
		SORT:begin
			if(check3==count-1)
				next_state<=OUTPUT;
			else
				next_state<=SORT;
		end
		OUTPUT:begin
			if(count2==9)
				next_state<=IDLE;
			else
				next_state<=OUTPUT;	
		end
		default:next_state<=IDLE;
	endcase
end	
always@(posedge clk or negedge rst_n) begin
	if(!rst_n)
		getmode<=0;
	else if(in_valid2)
		getmode<=mode;
	else
		getmode<=getmode;
end
always@(posedge clk or negedge rst_n) begin
	if(!rst_n)
		check3<=0;
	else if(current_state==SORT)
		check3<=check3+1;
	else
		check3<=0;
end	
always@(posedge clk or negedge rst_n) begin
	if(!rst_n)
		count<=0;
	else if(current_state==IDLE)
		count<=0;
	else if(op==1&&in_valid1)
		count<=count+1;
	else if(next_state==DO_STACK||next_state==DO_QUEUE)
		count<=count-1;
	else
		count<=count;
end
always@(posedge clk or negedge rst_n) begin
	if(!rst_n)
		count2<=0;
	else if(current_state==OUTPUT)
		count2<=count2+1;
	else
		count2<=0;
end
always@(posedge clk or negedge rst_n) begin
	if(!rst_n)
		check<=0;
	else if(current_state==SORT&&check==0)
		check<=1;
	else
		check<=0;
end
always@(posedge clk or negedge rst_n) begin
	if(!rst_n)begin
		for(a=0;a<10;a=a+1)
			ans[a]<=0;
	end
	else if(next_state==DO_STACK) begin
		if(count<10)
			ans[count]<=0;
		else
			ans[0]<=ans[0];
	end
	else if(next_state==DO_QUEUE) begin
		for(a=0;a<9;a=a+1) begin
				ans[a]<=ans[a+1];
		end
		ans[count-1]<=0;
	end
	else if(op==1&&in_valid1)begin
                ans[count]<=in;
	end
	else if(current_state==SORT) begin
		if(check==1)begin
			case(count)
				2:begin
					for(a=0;a<1;a=a+2) begin
                                		if(ans[a]<ans[a+1])begin
                                        		ans[a]<=ans[a+1];
                                       			ans[a+1]<=ans[a];
                               			end
					end
				end
				3:begin
                                        for(a=0;a<2;a=a+2)begin
                                                if(ans[a]<ans[a+1])begin
                                                        ans[a]<=ans[a+1];
                                                        ans[a+1]<=ans[a];
                                                end
					end
                                end
				4:begin
                                        for(a=0;a<3;a=a+2) begin
                                                if(ans[a]<ans[a+1])begin
                                                        ans[a]<=ans[a+1];
                                                        ans[a+1]<=ans[a];
                                                end
					end
                                end
				5:begin
                                        for(a=0;a<4;a=a+2) begin
                                                if(ans[a]<ans[a+1])begin
                                                        ans[a]<=ans[a+1];
                                                        ans[a+1]<=ans[a];
                                                end
					end
                                end
				6:begin
                                        for(a=0;a<5;a=a+2) begin
                                                if(ans[a]<ans[a+1])begin
                                                        ans[a]<=ans[a+1];
                                                        ans[a+1]<=ans[a];
                                                end
					end
                                end
				7:begin
                                        for(a=0;a<6;a=a+2) begin
                                                if(ans[a]<ans[a+1])begin
                                                        ans[a]<=ans[a+1];
                                                        ans[a+1]<=ans[a];
                                                end
					end
                                end
				8:begin
                                        for(a=0;a<7;a=a+2) begin
                                                if(ans[a]<ans[a+1])begin
                                                        ans[a]<=ans[a+1];
                                                        ans[a+1]<=ans[a];
						end
					end
                                end
				9:begin
                                        for(a=0;a<8;a=a+2) begin
                                                if(ans[a]<ans[a+1])begin
                                                        ans[a]<=ans[a+1];
                                                        ans[a+1]<=ans[a];
                                                end
					end
                                end
				10:begin
                                        for(a=0;a<9;a=a+2) begin
                                                if(ans[a]<ans[a+1])begin
                                                        ans[a]<=ans[a+1];
                                                        ans[a+1]<=ans[a];
                                                end
					end
                                end
				default:ans[0]<=ans[0];
			endcase
		end
		else begin
			case(count)
				3:begin
					for(a=1;a<2;a=a+2) begin
                                               if(ans[a]<ans[a+1])begin
                                                        ans[a]<=ans[a+1];
                                                        ans[a+1]<=ans[a];
                                               end
                                        end
				end
				4:begin
                                        for(a=1;a<3;a=a+2) begin
                                               if(ans[a]<ans[a+1])begin
                                                        ans[a]<=ans[a+1];
                                                        ans[a+1]<=ans[a];
                                               end
					end
				end
				5:begin
                                        for(a=1;a<4;a=a+2) begin
                                               if(ans[a]<ans[a+1])begin
                                                        ans[a]<=ans[a+1];
                                                        ans[a+1]<=ans[a];
                                               end
                                        end
				end
				6:begin
                                        for(a=1;a<5;a=a+2) begin
                                               if(ans[a]<ans[a+1])begin
                                                        ans[a]<=ans[a+1];
                                                        ans[a+1]<=ans[a];
                                               end
                                        end
				end
				7:begin
                                        for(a=1;a<6;a=a+2) begin
                                                if(ans[a]<ans[a+1])begin
                                                        ans[a]<=ans[a+1];
                                                        ans[a+1]<=ans[a];
                                                end
                                        end
				end
				8:begin
                                        for(a=1;a<7;a=a+2) begin
                                                if(ans[a]<ans[a+1])begin
                	                                ans[a]<=ans[a+1];
                        	                        ans[a+1]<=ans[a];
                                                end
                                        end
				end
				9:begin
					for(a=1;a<8;a=a+2) begin
						if(ans[a]<ans[a+1])begin
                                                        ans[a]<=ans[a+1];
                                                        ans[a+1]<=ans[a];
                                                end
					end
				end
				10:begin
                                        for(a=1;a<9;a=a+2) begin
                                        	if(ans[a]<ans[a+1])begin
                                	                ans[a]<=ans[a+1];
                                                        ans[a+1]<=ans[a];
                                                end
                                        end
				end
				default:ans[0]<=ans[0];
			endcase
		end	
	end
	else if(current_state==OUTPUT) begin
		case(count)
			1:begin	
				for(a=1;a<10;a=a+1)
                			ans[a]<=0;
			end
			2:begin
                        	for(a=2;a<10;a=a+1)
                                	ans[a]<=0;
                        end
			3:begin
                                for(a=3;a<10;a=a+1)
                                	ans[a]<=0;
                        end
			4:begin
                                for(a=4;a<10;a=a+1)
                         	       ans[a]<=0;
                        end
			5:begin
                                for(a=5;a<10;a=a+1)
                                	ans[a]<=0;
                        end
			6:begin
                                for(a=6;a<10;a=a+1)
                                	ans[a]<=0;
                        end
			7:begin
                                for(a=7;a<10;a=a+1)
                              		ans[a]<=0;
                        end
			8:begin
                                for(a=8;a<10;a=a+1)
                                	ans[a]<=0;
                        end
			9:begin
				ans[9]<=0;
                        end
			default:ans[0]<=ans[0];
		endcase
	end	
	else
		ans[0]<=ans[0];
end
always@(posedge clk or negedge rst_n) begin
	if(!rst_n)
		out<=0;
	else if(current_state==OUTPUT) begin
		out<=ans[count2];
	end
	else
		out<=0;
end	
always@(posedge clk or negedge rst_n) begin
	if(!rst_n)
		out_valid<=0;
	else if(current_state==OUTPUT)
		out_valid<=1;
	else
		out_valid<=0;
end
endmodule
[run.sh]
#!/bin/bash
# OpenROAD 26Q1-2900-gdf79404cd8, Yosys 0.63+post, stock flow scripts
make -C /OpenROAD-flow-scripts/flow DESIGN_CONFIG=/design/flow/config.mk WORK_HOME=/design/flow/orfs finish
[config.mk]
export PLATFORM = sky130hd
export DESIGN_NAME = SORT
export DESIGN_NICKNAME = SORT
export VERILOG_FILES = /design/flow/design.v
export SDC_FILE = /design/flow/constraint.sdc
export NUM_CORES = 4
export LEC_CHECK = 1
export CORE_UTILIZATION = 50
[constraint.sdc]
current_design SORT

set clk_period 4.4
set clk_io_pct 0.2

create_clock -name clk0 -period $clk_period [get_ports {clk}]

set non_clock_inputs [all_inputs -no_clocks]
set_input_delay [expr $clk_period * $clk_io_pct] -clock clk0 $non_clock_inputs
set_output_delay [expr $clk_period * $clk_io_pct] -clock clk0 [all_outputs]
==> impl_metrics.py <==
# Physical implementation metrics
metrics = {
    "status": {
        "status": "finished, final reports clean",
    },
    "global_routing": {
        "overflow": 0,
        "grt_antenna_before_repair": 0,
        "first_global_vias": 5294,
        "grt_usage_pct": 33.6,
        "grt_first_pass_wirelength_um": 30500,
        "grt_max_degree": 47,
    },
    "sta": {
        "final_hold_viol_count": 0,
        "rsz0062_at_grt": "false",
        "setup_viol_count_final": 0,
        "finClkSkew_ps": 9.66,
        "maxSlewViolCount": 0,
        "fin_crit_sh_pct": 74.8,
        "fmax_mhz": 304,
        "setup_tns_ps": 0,
        "min_period_ps": 3290,
        "relSlewSlack_pct": 48.0,
        "worst_pin_slew_ps": 779,
    },
    "final_layout": {
        "fin_cells": 815,
        "stdcell_area_um2": 6560,
        "final_util_pct": 56.9,
        "drive_gt1_share_pct": 7.89,
        "syn2layout_area_growth_pct": 10.2,
    },
    "clocking": {
        "hold_buffers": 0,
        "cts_sinks": 77,
        "cts_tree": "yes",
        "clock.latency.late_pin_ps": 350,
        "htreeDepth": 3,
        "cts_buffers": 9,
        "post_cts_buffers": 0,
        "cts.clk_slew.worst_paths_ps": 60,
        "cts.repair.resized": 0,
        "cts-root-buf": "clkbuf_16",
        "clock_path_buffers": 2,
    },
    "pwr": {
        "sequentialPowerShare_pct": 32.0,
        "power.leakage_nw": 2.74,
        "power_switching_w": 0.00206,
        "clockPowerShare_pct": 18.6,
        "intPower_w": 0.00237,
        "ir_worst_vdd_uv": 409,
        "combPwrFrac_pct": 49.4,
        "p_sw_share_pct": 46.5,
        "p_per_area_nw_per_um2": 676,
    },
    "setup_path": {
        "crit_family": "AND-OR/OR-AND gates",
        "critPathKind": "input pin to register",
        "cp-end-kind": "register",
        "worstPathRequired_ps": 4630,
        "r2r-start": "count2[1]$_DFF_PN0_",
        "reg2reg_depth": 8,
        "cp.depth": 7,
        "worstSetupStartpointType": "input pin",
        "path_cells": "clkdlybuf4s50_1, nor4b_4, o211ai_4, o41ai_4, a31oi_1, nand4_1, mux2_2",
        "r2r_slack_ps": 1150,
        "slowest_delay_ps": 620,
        "crit_fanout": 8,
        "crit_buf_inv": 1,
        "timing.rr.end": "ans[8][0]$_DFFE_PN0P_",
        "slowest_stage": "o41ai_4",
        "arrival_ps": 3520,
    },
    "flow_run": {
        "maxCapViolCount": 0,
        "tool_warnings": 33,
    },
    "yosys": {
        "synth.most_common_cell": "dfrtp_1",
        "yosys-top-cells-count": "dfrtp_1 (76), inv_1 (54), nand2_1 (51)",
        "ys.flop_type": "dfrtp_1",
        "syn_avg_cell_area_um2": 8.92,
        "synth.top_cell.area_share_pct": 32.0,
        "syn-cell-area_um2": 5950,
        "numSynthFlops": 77,
        "synth-edff-count": 0,
        "synth.distinct_cells": 69,
        "ys_warn_count": 2,
        "synth_area_leader_cell": "dfrtp_1",
        "yosys_area_um2": 5950,
        "area_leaders": "dfrtp_1 (32%), ha_1 (9.9%), mux2i_1 (6.4%)",
        "ys_cells": 667,
        "synthCells": 667,
        "synth_seq_share_pct": 32.4,
        "ys_async_sr_fraction_pct": 100,
    },
    "detailed_routing": {
        "drtIter0Drc": 544,
        "antennaDiodeCount": 0,
        "drc": 0,
        "wirelength_um": 19400,
        "viasPerCell": 6.67,
        "dr.pass1.iters": 21,
        "via_count": 5433,
        "wire_per_inst_um": 23.7,
        "ant_nets": 0,
    },
    "place": {
        "port_buffers": 17,
        "placed_area_um2": 6230,
        "place_inst": 799,
        "place_congestion": 1.00,
        "dp_hpwl_um": 14300,
    },
    "die": {
        "io_pins": 18,
        "die_w_um": 111,
        "core_um2": 11500,
        "rows": 39,
        "die_h_um": 111,
        "chipArea_um2": 12300,
        "initial_core_util_pct": 51.7,
    },
    "min_path": {
        "hp-class": "input pin to asynchronous set/reset pin",
    },
}
[metrics by stage]
step | worst slack [ps] | total power, W | hold WS (ps)
after floorplan | 1660 | 0.00282 | 407
after global placement | 855 | 0.00356 | 490
after detailed placement | 807 | 0.00358 | 500
after CTS | 1170 | 0.00442 | 472
after global routing | 976 | 0.00474 | 497
final | 1110 | 0.00443 | 464
[power by group through the flow]
| stage | Combinational, W | Sequential, W | Clock, W |
|---|---|---|---|
| 4_1_cts | 0.00218 | 0.00140 | 0.000835 |
| 5_1_grt | 0.00243 | 0.00145 | 0.000864 |
| 6_report | 0.00219 | 0.00142 | 0.000823 |
[worst max path at each step]
stage | to | slack, ps | start
after CTS | ans[8][0]$_DFFE_PN0P_ | 1170 | op[0]
after global routing | ans[6][0]$_DFFE_PN0P_ | 980 | op[0]
final | ans[8][0]$_DFFE_PN0P_ | 1110 | op[0]
[cells by family (layout without fill, tap and decap cells)]
group	after synthesis	after routing	synth area share (%)
compound gates	213	213	26.2
xor+xnor	13	13	1.91
fa+ha+maj	47	47	9.88
buf+inv	94	99	6.08
flops	77	77	32.4
mux	52	52	9.04
simple gates	171	171	14.5
[metal layers]
metal,global-route usage (%),wire length (um),part of all wire (%),vias up
li1,-,-,-,2488
met1,49.6,8240,43,2644
met2,52.3,8950,46,240
met3,4.35,1290,6.7,61
met4,12.3,871,4.5,0
met5,0,0,0,-
[registers in the layout, summed over array words and instances, names as in the netlist]
| register | cells |
|---|---|
| ans | 50 |
| check | 1 |
| check3 | 5 |
| count | 4 |
| count2 | 4 |
| current_state | 6 |
| getmode | 1 |
| out | 5 |
| out_valid | 1 |
[layout make-up]
class	count	area (um^2)
Multi-Input combinational cell	496	3670
Clock buffer	11	243
Sequential cell	77	1930
Tap cell	143	179
Clock inverter	5	82.6
Timing Repair Buffer	28	250
Inverter	55	206
Fill cell	1017	4960
[layout by cell type (no fill, tap or decap), drive strengths merged, types with 6 or more instances in the layout]
cell type and instances:
a211oi 8, a21oi 47, a221oi 29, a22oi 8, and2 9, buf 12, clkbuf 11, clkdlybuf4s50 16
dfrtp 76, ha 47, inv 56, mux2 14, mux2i 38, nand2 51, nand2b 12, nand3 18
nand3b 6, nor2 35, nor3 16, o211ai 10, o21ai 51, xnor2 7, xor2 6
Power is estimated from default activity; no workload was simulated.
